[flow/config.mk]
export PLATFORM = sky130hd
export DESIGN_NAME = peripheral
export DESIGN_NICKNAME = peripheral
export VERILOG_FILES = /design/flow/design.v
export SDC_FILE = /design/flow/constraint.sdc
export NUM_CORES = 4
export LEC_CHECK = 1
export CORE_AREA = 10 10 83 83
export DIE_AREA = 0 0 93 93
export SYNTH_HDL_FRONTEND = slang
[flow/constraint.sdc]
current_design peripheral

set clk_period 4.9
set clk_io_pct 0.2

create_clock -name clk0 -period $clk_period

set non_clock_inputs [all_inputs -no_clocks]
set_input_delay [expr $clk_period * $clk_io_pct] -clock clk0 $non_clock_inputs
set_output_delay [expr $clk_period * $clk_io_pct] -clock clk0 [all_outputs]
[flow/design.v]
`timescale 1ns / 1ps
module peripheral(
    input               clk_i,
    input               rst_n_i,
    input       [31:0]  addr_i,
    input               we_i,
    input       [31:0]  wr_data_i,
    input       [23:0]  sw_data_i,
    output      [31:0]  rd_data_o,
    output      [7:0]   lt_high_o,
    output      [15:0]  lt_low_o
    );
    wire [31:0] sw_data;
    wire [31:0] sw_high;
    wire [31:0] sw_low;
    reg [31:0] lt_high;
    reg [31:0] lt_low;
    assign sw_high = {24'h0, sw_data_i[23:16]};
    assign sw_low = {8'h0, sw_data_i[15:0]};
    assign sw_data = (addr_i[31:0] == 32'hFFFFF070) ?   sw_low : 
                     (addr_i[31:0] == 32'hFFFFF072) ?   sw_high : 
                                                        32'h0;
    assign rd_data_o = (addr_i[31:4] == 28'hFFFFF07) ?  sw_data :
                                                        32'h0;
    always @ (*) begin
        if (~rst_n_i) lt_high = 32'h0;
        else if (we_i && (addr_i[31:0] == 32'hFFFFF062)) lt_high = wr_data_i;
        else;
    end
    always @ (*) begin
        if (~rst_n_i) lt_low = 32'h0;
        else if (we_i && (addr_i[31:0] == 32'hFFFFF060)) lt_low = wr_data_i;
        else;
    end
    assign lt_high_o = lt_high[7:0];
    assign lt_low_o = lt_low[15:0];
endmodule
[flow/run.sh]
#!/bin/bash
# OpenROAD 26Q1-2900-gdf79404cd8, Yosys 0.63+post, stock flow scripts
make -C /OpenROAD-flow-scripts/flow DESIGN_CONFIG=/design/flow/config.mk WORK_HOME=/design/flow/orfs finish
==> run notes <==
Synthesis and PnR results.

- The standby leakage power is between 0.8 and 0.9 nW.
- The library cell with the highest instance count after synthesis reads sky130_fd_sc_hd__dlxtp_1.
- For this design, the CTS-stage hold fixing added 0 buffers.
- The final routed wire length divided by cell count is approximately 14 um.
- STA puts the critical path data arrival time at between 3 and 4 ns.
- Compared with the post-synthesis result, the final layout area differs by 109.4%.
- The count of library flops with an enable pin reads 0.
- The main area contributors are sky130_fd_sc_hd__dlxtp_1 (35%), sky130_fd_sc_hd__nor4_2 (12%), sky130_fd_sc_hd__buf_4 (12%), sky130_fd_sc_hd__and2_1 (9.7%), sky130_fd_sc_hd__mux2i_1 (7.7%).
- Yosys printed 0 warnings.
- The synthesis report gives the async set-or-reset register share as 0%.
- The I/O pin count reads 147.
- The global-route total usage across every layer reads between 8 and 9%.
- The first-pass iteration count of the detailed router reads 4.
- The total of cells resized after clock tree synthesis is 0.
- The number of distinct standard cells referenced by the synthesized netlist reads 24.
- Detailed-route iteration 0 reported a violation count of 9.
- Per the Yosys statistics, synthesis produced 112 cells.
- The total wirelength of the detailed-routed design is roughly 4100 um.
- Detailed placement ended at an HPWL of between 3000 and 4000 um.
- The slew of the pin with the lowest slew margin is between 0.6 and 0.7 ns.
- The buffer count from post-CTS setup fixing reads 0.
- The core footprint reads ~5100 um^2.
- The count of endpoints without a timing constraint is approximately 48.
- The worst-case IR drop observed on VDD is between 0.000015 and 0.00002 V.
- For the worst setup path, the data required time is around 3.9 ns.
- The fraction of the core area occupied by cells at floorplan reads 20.16%.
- The max-cap violation count reads 0.
- The kind of path behind the tightest hold check reads primary input to output pin.
- The final max-slew violation count recorded for this run is 0.
- Ranked by instance count, the synthesized netlist is headed by sky130_fd_sc_hd__dlxtp_1 (24), sky130_fd_sc_hd__and2_1 (16), sky130_fd_sc_hd__buf_4 (16).
- The share of synthesized area in the top cell type comes to around a third.
- The startpoint type of the worst setup path is a primary input.
- The clock period minus worst slack is between 4 and 5 ns.
- Per the summary, power density relative to cell area is around 50 nW/um^2.
- The total negative slack reads 0 ns.
- The worst-case setup slack after placement reads approximately 0.44 ns.
- The number of hold violations in the final report is 0.
- The count of warning messages emitted by the tools reads roughly 49.
- Entering global routing, the biggest net connects 19 pins.
- The die boundary height reads 93 um.
- The overall chip area reads about 8600 um^2.
- The timer found 24 register pins that no clock reaches; their paths are not timed.
- The most used flip-flop cell after synthesis is sky130_fd_sc_hd__dlxtp_1.
- The average via count per standard cell reads a little under 4.
- The first global-routing pass estimated 6237 um of wire.
- The number of vias in the routed layout is about 1100.
- The average instance in the mapped netlist occupies 9.250 um^2.
- The number of antenna violations at the first check in global routing is 0.
- The end-of-flow timing check tallies setup violations at 0.
- Per the gpl log, the routability congestion estimate is 0.7076.
- The filler cells instantiated in the layout total between 500 and 600.
- The number of global-route vias before repair reads 1272.
- The repair_antennas step left the layout with diodes totalling 0.
- The instance tally after logic synthesis reads between 100 and 150.
- Setup repair after global routing left no endpoint under its margin.
- The x dimension of the die is 93 um.
- The completed layout was analyzed and its total power is ~0.11 mW.
- The yosys synthesis chip area reads 1036 um^2.
- Of the cells placed in the final design, the portion with a size suffix greater than 1 is ~6.3%.
- The global route stage reports its total congestion overflow as 0.
- The summed instance area of the synthesized netlist reads 1036 um^2.
- The max-slew headroom at the worst pin reads between 50% and 60%.
- The worst setup path category reads primary input to output pin.
- After layout, the worst path uses between 90% and 100% of the clock period.
- In this build the clock could be raised as far as 0.2246 GHz.
- The number of flip-flops and latches in the synthesized netlist is 24.
- The total number of placement rows is 26.
- The flow ran to the end, and the final reports show no timing, DRC or antenna violations.
- STA classifies the critical path endpoint as an output pin.
- The detail route stage leaves a number of antenna-violating nets equal to 0.
- The final routed DRC violation total is 0.
- Across all setup checks in the final design, the least slack found is between 0.4 and 0.5 ns.
- Input and output buffers added on the ports amount to 114.
- The largest fanout of any net on the critical path reads 18.
- The cell type with the largest total area after synthesis is sky130_fd_sc_hd__dlxtp_1.
[worst paths after layout]
path / cells after the start / from / end
setup / recovery: 5 / addr_i[7] / rd_data_o[13]
hold / removal: 4 / sw_data_i[15] / rd_data_o[15]
[layer usage]
metal / GRT usage [%] / share of wire, % / up-vias / wire [um]
li1: - / - / 576 / -
met1: 10.70 / 42 / 485 / 1712
met2: 14.49 / 47 / 78 / 1922
met3: 4.039 / 12 / 0 / 488
met4: 0 / 0 / 0 / 0
met5: 0 / 0 / - / 0
[state kept, by name, summed over array words and instances, names as in the netlist]
register	cells
lt_low_o	16
lt_high_o	8
[critical path: stages]
cell and delay [ns]:
sky130_fd_sc_hd__clkdlybuf4s50_1 0.39, sky130_fd_sc_hd__or4b_1 0.51, sky130_fd_sc_hd__or4_4 0.68, sky130_fd_sc_hd__nor4_1 0.37, sky130_fd_sc_hd__clkdlybuf4s50_1 0.54
[power breakdown]
| group | internal [mW] | switching (mW) | leakage [nW] |
|---|---|---|---|
| logic | 0.0691 | 0.0240 | 0.647 |
| registers | 0.0137 | 0.00109 | 0.182 |
| clock network | 0 | 0 | 0 |
| total | 0.0828 | 0.0251 | 0.829 |
[kinds of logic after synthesis]
| family | count (synthesis) | share of synthesized area (%) |
|---|---|---|
| other cells | 1 | 0.3620 |
| simple gates | 48 | 36.23 |
| compound gates | 2 | 2.295 |
| latches | 24 | 34.78 |
| mux | 8 | 7.730 |
| buf+inv | 29 | 18.60 |
[layout make-up]
| cell class | count | area, um^2 | share of cell area, % |
|---|---|---|---|
| repair buffers | 116 | 1156 | 53.29 |
| multi-input cells | 74 | 539.3 | 24.86 |
| flip-flops and latches | 24 | 360.3 | 16.61 |
| well taps | 70 | 87.58 | 4.037 |
| inverters | 7 | 26.28 | 1.211 |
[metrics by stage]
step | cell area (um^2) | instances | util [%] | hold WS [ns]
3_5_place_dp | 2170 | 291 | 42.21 | 2.850
5_1_grt | 2170 | 291 | 42.21 | 2.894
4_1_cts | 2170 | 291 | 42.21 | 2.860
2_1_floorplan | 1092 | 127 | - | 2.016
6_report | 2170 | 291 | 42.21 | 2.850
3_3_place_gp | 2170 | 291 | 42.21 | 2.859
[layout by cell type, fill, tap and decap left out, drive strengths merged, types with 2 or more instances in the layout]
cell           Yosys  routed
and2              16      16
buf               19       2
clkdlybuf4s50      0     114
conb               1      16
dlxtp             24      24
inv                6       6
mux2i              8       8
nand2              2       2
nand2b             4       4
nand4              3       3
nand4b             2       2
nor4              16      16
or4                2       2
No activity file was given, so power comes from the tool's default toggle rates.
