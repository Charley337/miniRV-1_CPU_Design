===== flow/design.v =====
module rdata_helper(
    input       [31:0]  rdata_i,
    input       [1:0]   addr_i,
    output      [31:0]  wb_lb_o,
    output      [31:0]  wb_lh_o
    );
    wire [23:0] middle_24;
    wire [15:0] middle_16;
    wire        head_8;
    wire [6:0]  body_8;
    wire        head_16;
    wire [14:0] body_16;
    assign middle_24 =  (addr_i[1:0] == 2'b00)  ?   (24'h0 - rdata_i[7]) : 
                        (addr_i[1:0] == 2'b01)  ?   (24'h0 - rdata_i[15]) : 
                        (addr_i[1:0] == 2'b10)  ?   (24'h0 - rdata_i[23]) : 
                        (addr_i[1:0] == 2'b11)  ?   (24'h0 - rdata_i[31]) : 
                                                    (24'h0 - rdata_i[7]);
    assign middle_16 =  (addr_i[1] == 1'b0)     ?   (16'h0 - rdata_i[15]) : 
                        (addr_i[1] == 1'b1)     ?   (16'h0 - rdata_i[31]) : 
                                                    (16'h0 - rdata_i[15]);
    assign head_8 =     (addr_i[1:0] == 2'b00)  ?   rdata_i[7] : 
                        (addr_i[1:0] == 2'b01)  ?   rdata_i[15] : 
                        (addr_i[1:0] == 2'b10)  ?   rdata_i[23] : 
                        (addr_i[1:0] == 2'b11)  ?   rdata_i[31] : 
                                                    rdata_i[7];
    assign body_8 =     (addr_i[1:0] == 2'b00)  ?   rdata_i[6:0] : 
                        (addr_i[1:0] == 2'b01)  ?   rdata_i[14:8] :
                        (addr_i[1:0] == 2'b10)  ?   rdata_i[22:16] :
                        (addr_i[1:0] == 2'b11)  ?   rdata_i[30:24] :
                                                    rdata_i[6:0];
    assign head_16 =    (addr_i[1] == 1'b0)     ?   rdata_i[15] : 
                        (addr_i[1] == 1'b1)     ?   rdata_i[31] : 
                                                    rdata_i[15];
    assign body_16 =    (addr_i[1] == 1'b0)     ?   rdata_i[14:0] : 
                        (addr_i[1] == 1'b1)     ?   rdata_i[30:16] :
                                                    rdata_i[14:0];
    assign wb_lb_o =    {head_8, middle_24, body_8};
    assign wb_lh_o =    {head_16, middle_16, body_16};
endmodule

===== flow/run.sh =====
#!/bin/bash
# OpenROAD 26Q1-2900-gdf79404cd8, Yosys 0.63+post, stock flow scripts
make -C /OpenROAD-flow-scripts/flow DESIGN_CONFIG=/design/flow/config.mk WORK_HOME=/design/flow/orfs finish

===== flow/config.mk =====
export PLATFORM = sky130hd
export DESIGN_NAME = rdata_helper
export DESIGN_NICKNAME = rdata_helper
export VERILOG_FILES = /design/flow/design.v
export SDC_FILE = /design/flow/constraint.sdc
export NUM_CORES = 4
export LEC_CHECK = 1
export CORE_AREA = 10 10 70 70
export DIE_AREA = 0 0 80 80
export SYNTH_HDL_FRONTEND = slang

===== flow/constraint.sdc =====
current_design rdata_helper

set clk_period 1.1
set clk_io_pct 0.2

create_clock -name clk0 -period $clk_period

set non_clock_inputs [all_inputs -no_clocks]
set_input_delay [expr $clk_period * $clk_io_pct] -clock clk0 $non_clock_inputs
set_output_delay [expr $clk_period * $clk_io_pct] -clock clk0 [all_outputs]

==> impl_metrics.ini <==
; flow metrics
[status]
status = finished with violations
violations = setup timing

[sta]
final_max_slew_viol_count = 0
worstMarginPinSlew_ns = 0.147
finalSetupViolCount = 63
setup_slack_ns = -0.300
period_used_pct = 127
max_freq_ghz = 0.714
rsz0062_at_grt = true
slew_headroom_pct = 90.2
tns_ns = -13.67
finalHoldViolCount = 0
post-route-min-period_ns = 1.40

[power_and_ir_drop]
power.density_nw_per_um2 = 479
p_leak_uw = 0.000972
ir_drop_mv = 0.193

[finish]
layout_top_cell = buf_6
layout_top_cells = buf_6 (67), buf_2 (29), dlygate4sd2_1 (27)
layout-drive-gt1-share_pct = 83.1
flop_area_um2 = 0
syn_to_final_growth_pct = 153
nFillCells = 284
flop-count = 0
final.clkbuf_count = 0
fin_area_um2 = 1880
utilization_pct = 55.0

[hold_path]
hold_path.class = input port to output port
hold_depth = 3
hold_start = rdata_i[11]

[grt]
grt-ovfl-total = 0
grt_pass1_wl_um = 5540
grt_max_degree = 9
grt_usage_pct = 10.7
antenna_found_initial = 0
first_global_vias = 983

[floorplanning]
num_rows = 21
core-area_um2 = 3420
chipArea_um2 = 6400
fp_util_pct = 21.8
die_width_um = 80
io_pins = 98
die_height_um = 80

[setup_path]
startpoint_type = input port
cp_max_fo = 7
cp.required_ns = 0.88
crit_start = addr_i[1]
crit_arrival_ns = 1.18
crit_type = input port to output port
cp-end-kind = output port

[synthesis]
syn-instance-count = 70
ys_types = 8
top_logic_kind = multiplexers
synth_area_um2 = 743
mux_area_share_pct = 51.0
synthAdderAreaFrac_pct = 0
ys.warnings.count = 0
seq_area_frac_synth_pct = 0
top_area_cell = buf_4
avgSynthCellArea_um2 = 10.6
simple_gate_area_share_pct = 0
synth.area.top_cells = buf_4 (42%), mux2_2 (24%), mux4_1 (18%)
xor_area_share_pct = 0
ys_sh_aoi_pct = 0
yosys_area_um2 = 743
yosys_cells = 70
synth_top_area_share_pct = 42.4

[detailed_routing]
wirelength_um = 3810
routedWlPerCell_um = 18.0
viasPerCell = 4.29
final_antenna_net_count = 0
antenna-diode-count = 0
drc = 0
drtIter0Drc = 25
vias = 909
dr.pass1.iters = 4

[placement]
dpl_cell_area_um2 = 1470
port_buffers = 98
gp_congestion = 0.731
hpwl_um = 2600

[run]
warnings = 35
maxCapViolCount = 0
final cells by class:
cell class	count	area [um2]	share of cell area (%)
Multi-Input combinational cell	29	514	27.4
Timing Repair Buffer	137	1310	69.6
Tap cell	46	57.6	3.06
worst max-delay path, cell delays in order:
cell    delay, ns
buf_12       0.11
mux4_2       0.58
buf_6        0.16
buf_6        0.10
Yosys cell counts:
master and n:
mux4_2 3, buf_4 42, mux4_1 5, clkbuf_8 1
buf_6 1, buf_12 1, mux2_2 16, clkbuf_1 1
metal layers:
metal  vias to the layer above  part of all wire [%]  track usage (%)
met5                         -                     0                0
met1                       419                    45             14.4
met2                        73                    40             15.8
met4                         0                     0                0
li1                        417                     -                -
met3                         0                    15             5.57
what timing repair did:
action	4_1_cts	5_1_grt
hold buffers	0	0
setup endpoints to repair	64	64
gates resized	315	36
cloned	6	0
buffers inserted	27	5
through the flow:
step	std cells	setup slack, ns	power [uW]	hold WS, ns
2_1_floorplan	70	-0.429	313	0.538
3_3_place_gp	175	-1.10	690	1.51
3_5_place_dp	175	-1.12	692	1.50
4_1_cts	208	-0.342	832	0.776
5_1_grt	212	-0.322	966	0.793
6_report	212	-0.300	900	0.767
report_power, final:
part           leakage [uW]  internal, uW  total (uW)  switching, uW
sequential                0             0           0              0
clock                     0             0           0              0
combinational      0.000972           650         900            250
total              0.000972           650         900            250
cells by family after synthesis:
| logic type | after synthesis |
|---|---|
| buffers and inverters | 46 |
| muxes | 24 |
worst paths after layout:
| kind | to | slack [ns] |
|---|---|---|
| worst max-delay path | wb_lb_o[22] | -0.30 |
| worst min-delay path | wb_lh_o[11] | 0.77 |
No activity file was given, so power comes from the tool's default toggle rates.
